==> /design/flow/design.v <==
module reg32 (clock, resetn, D, byteenable, Q); 
	input clock, resetn; 
	input [3:0] byteenable; 
	input [31:0] D; 
	output reg [31:0] Q; 
	always @(posedge clock) begin
		if (!resetn)  Q <= 32'b0; 
		else begin
			if (byteenable[0]) Q[7:0] <= D[7:0]; 
			if (byteenable[1]) Q[15:8] <= D[15:8]; 
			if (byteenable[2]) Q[23:16] <= D[23:16]; 
			if (byteenable[3]) Q[31:24] <= D[31:24];
		end
	end
endmodule 
module reg32_avalon_interface (
	clock, 
	resetn, 
	writedata, 
	readdata, 
	write, 
	read, 
	byteenable, 
	chipselect, 
	Q_export
); 
	input clock, resetn, read, write, chipselect; 
	input [3:0] byteenable; 
	input [31:0] writedata; 
	output [31:0] readdata; 
	output [31:0] Q_export; 
	wire [3:0] local_byteenable; 
	wire [31:0] to_reg, from_reg; 
	assign to_reg = writedata; 
	assign local_byteenable = (chipselect & write) ? byteenable : 4'd0; 
	reg32 U1 ( 
		.clock(clock), 
		.resetn(resetn), 
		.D(to_reg), 
		.byteenable(local_byteenable), 
		.Q(from_reg) 
	); 
	assign readdata = from_reg; 
	assign Q_export = from_reg;
endmodule 
==> /design/flow/run.sh <==
#!/bin/bash
# OpenROAD 26Q1-2900-gdf79404cd8, Yosys 0.63+post, stock flow scripts
make -C /OpenROAD-flow-scripts/flow DESIGN_CONFIG=/design/flow/config.mk WORK_HOME=/design/flow/orfs finish
==> /design/flow/config.mk <==
export PLATFORM = sky130hd
export DESIGN_NAME = reg32_avalon_interface
export DESIGN_NICKNAME = reg32_avalon_interface
export VERILOG_FILES = /design/flow/design.v
export SDC_FILE = /design/flow/constraint.sdc
export NUM_CORES = 4
export LEC_CHECK = 1
export CORE_AREA = 10 10 110 110
export DIE_AREA = 0 0 120 120
==> /design/flow/constraint.sdc <==
current_design reg32_avalon_interface

set clk_period 1.3
set clk_io_pct 0.2

create_clock -name clk0 -period $clk_period [get_ports {clock}]

set non_clock_inputs [all_inputs -no_clocks]
set_input_delay [expr $clk_period * $clk_io_pct] -clock clk0 $non_clock_inputs
set_output_delay [expr $clk_period * $clk_io_pct] -clock clk0 [all_outputs]
==> out/results.ini <==
[hold_path]
holdPathStages = 4
holdPathEnd = U1.Q[27]
hold_start = resetn
hp-class = input pin to register

[die]
initCoreUtil = 0.160
die_y_um = 120
core_area_mm2 = 0.00977
io_pins = 105
die_w_um = 120
rows = 36
die_area_mm2 = 0.0144

[synth]
synth_area_mm2 = 0.00156
aoi_share = 0
synthXorXnorAreaFrac = 0
syn_inst = 175
ys_ff = 32
synth.area.top_cells = dfxtp_1 (41%), mux2i_1 (21%), buf_4 (16%)
synth-main-ff-cell = dfxtp_1
ys_sh_mux = 0.205
yosys-top-cells-count = nand2_1 (64), buf_4 (34), dfxtp_1 (32), mux2i_1 (32), buf_6 (5)
edf_count = 0
top_area_frac = 0.411
async_flop_share = 0
top_cell = nand2_1
logic_family = buffers and inverters
ys_area_mm2 = 0.00156
syn-mean-instance-area_um2 = 8.92
yosysWarnings = 1
ys_seq_frac = 0.411
ys_sh_adder = 0
ys_cells = 175
synth-simple-area-share = 0.170
top_area_cell = dfxtp_1
ys_types = 8

[final_layout]
syn_to_final_growth_pct = 77.6
drive_gt1_frac = 0.258
reg_top3 = U1.Q (32)
largest-register = U1.Q
design_area_mm2 = 0.00277
largest_reg_flops = 32

[clock_tree]
worstSkewPairLatency_ps = 280
clock_sinks = 32
cts_hold_buf = 0
cts_tree = done
ctsLongestPathBuffers = 2
root_buffer = clkbuf_8
htreeDepth = 2
cts.clk_slew.worst_paths_ps = 70
numCtsBuffers = 5

[sta]
skew_ps = 0
fin_ws_ps = 76.9
fmax_ghz = 0.818
setup_viol = 0
finalHoldViolCount = 0
slew_headroom = 0.824
worst_hold_slack_ps = 461
min_period_over_period = 0.941
worst_pin_slew_ps = 263
maxSlewViolCount = 0
grt_setup_unrepaired = no
fin_crit_ps = 1220

[drt]
drt_first_pass_iters = 3
drt_wl_total_um = 5000
wl_per_cell_um = 12.3
viasPerCell = 3.46
antenna-diode-count = 0
postRouteAntennaNets = 0
dr_total_vias = 1413
drcViolationCount = 0
drtIter0Drc = 69

[global_routing]
antenna_found_initial = 0
grtUsageTotal = 0.0673
grt_pass1_wl_um = 7960
grt-ovfl-total = 0
grt_max_degree = 65
grt_pass1_vias = 1504

[power]
power.leakage_nw = 1.38
peakVddDrop_uv = 334
cellPowerDensity_mw_per_mm2 = 799

[worst_setup_path]
max_stage_delay_ps = 320
crit_required_ps = 1040
r2r-start = U1.Q[19]
cp_max_fo = 2
arrival_ps = 960
worst-r2r-setup-slack_ps = 530
worstPathBufferInverterCount = 2
crit_chain = buf_4 > dlygate4sd2_1
cp-start-kind = register
cpLargestDelayFamily = buffers and inverters
worst-setup-path-type = register to output port
r2r-end = U1.Q[19]
endpoint_kind = output port
cp_slowest_cell = dfxtp_2
r2r_cells = 4

[placed_design]
port_buffers = 103
placed_cell_area_mm2 = 0.00253
dp_worst_setup_slack_ps = -134
dpl.hpwl_um = 3690
gp_congestion = 0.673

[flow_run]
drv_cap = 0
warnings = 26

[status]
outcome = finished, final reports clean

per-stage QoR:
step | TNS (ps) | util | std cells | total power [mW]
after floorplan | 0 | - | 175 | 1.21
after global placement | -2870 | 0.259 | 375 | 1.44
after detailed placement | -3480 | 0.259 | 375 | 1.45
after CTS | 0 | 0.284 | 408 | 2.29
after global routing | 0 | 0.284 | 408 | 2.37
final | 0 | 0.284 | 408 | 2.21
cell families (layout without fill, tap and decap cells):
family / count (synthesis) / count (layout)
buffers and inverters: 43 / 143
AND/OR/NAND/NOR: 68 / 68
multiplexers: 32 / 32
flip-flops: 32 / 32
worst max path at each step:
stage	from	endpoint	slack, ps	cells after the start
after CTS	U1.Q[31]	Q_export[31]	50	2
after global routing	U1.Q[31]	Q_export[31]	20	2
final	U1.Q[31]	Q_export[31]	80	2
routing by layer:
metal  track usage  vias to the layer above  wire length [um]
li1              -                      719                 -
met3        0.0271                        5               459
met4       0.00980                        0                90
met1        0.0783                      634              2060
met5             0                        -                 0
met2         0.116                       55              2390
tightest hold or removal path: cells and delay by family:
kind	cells	cell delay, ps
AND/OR/NAND/NOR	1	90
buffers and inverters	2	300
multiplexers	1	50
final cells by class:
type | instances | area [um^2]
Fill cell | 1063 | 7000
Multi-Input combinational cell | 100 | 586
Tap cell | 133 | 166
Clock buffer | 8 | 90.1
Sequential cell | 32 | 681
Timing Repair Buffer | 135 | 1250
timing repair:
item / CTS / global route
resized: 96 / 0
setup endpoints to repair: 64 / 0
endpoints found under the hold margin: 0 / 0
buffers inserted: 25 / 0
power breakdown:
part / internal (mW) / leakage (nW) / total (mW) / switching, mW
clock network: 0.432 / 0.0455 / 0.799 / 0.367
registers: 1.02 / 0.275 / 1.04 / 0.0187
logic: 0.259 / 1.06 / 0.375 / 0.115
cells in the final DEF, fill, tap and decap left out, drive strengths merged:
| cell | count |
|---|---|
| dfxtp | 32 |
| mux2i | 32 |
| buf | 33 |
| dlygate4sd2 | 64 |
| clkbuf | 8 |
| nand2 | 64 |
| clkdlybuf4s50 | 38 |
| and3 | 4 |
Power figures rest on the tool's default switching activity, not on a simulated workload.

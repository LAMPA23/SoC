[/design/flow/design.v]
module seg_decode (hex, display); 
	input [3:0] hex; 
	output reg [6:0] display;
	always @ (hex) 
		case (hex) 
			4'h0: display = 7'b1111110; 
			4'h1: display = 7'b0110000; 
			4'h2: display = 7'b1101101; 
			4'h3: display = 7'b1111001; 
			4'h4: display = 7'b0110011; 
			4'h5: display = 7'b1011011; 
			4'h6: display = 7'b1011111; 
			4'h7: display = 7'b1110000; 
			4'h8: display = 7'b1111111; 
			4'h9: display = 7'b1110011; 
			4'hA: display = 7'b1110111; 
			4'hb: display = 7'b0011111; 
			4'hC: display = 7'b1001110; 
			4'hd: display = 7'b0111101; 
			4'hE: display = 7'b1001111; 
			4'hF: display = 7'b1000111;
		endcase 
endmodule 
module selector (
    input clk_i,
    input rst_n_i,
    input [15:0] reg_16_i,
    output wire [6:0] seg_display_o,
    output reg [3:0] SS_o
 );
    parameter period = 50 * 10 * 1000;
    reg [63:0] counter;
    reg [3:0] seg_code;
    always @(posedge clk_i) begin
        if(rst_n_i == 0) begin
            counter <= 64'b0;
            SS_o = 4'b0;
            seg_code <= 4'b0;
        end else begin
            counter <= counter + 1;
            if (counter > period) begin
                counter <= 64'b0;
            end else if(counter > period / 4 * 3) begin
                SS_o <= 4'b0111;
                seg_code <= reg_16_i[15:12];
            end else if(counter > period / 4 * 2) begin
                SS_o <= 4'b1011;
                seg_code <= reg_16_i[11:8];
            end else if(counter > period / 4) begin
                seg_code <= reg_16_i[7:4];
                SS_o <= 4'b1101;
            end else if(counter < period / 4) begin
                SS_o <= 4'b1110;
                seg_code <= reg_16_i[3:0];
            end
        end    
    end
    seg_decode seg_decode_inst(seg_code, seg_display_o);
endmodule
[/design/flow/config.mk]
export PLATFORM = sky130hd
export DESIGN_NAME = selector
export DESIGN_NICKNAME = selector
export VERILOG_FILES = /design/flow/design.v
export SDC_FILE = /design/flow/constraint.sdc
export NUM_CORES = 4
export LEC_CHECK = 1
export CORE_UTILIZATION = 40
[/design/flow/run.sh]
#!/bin/bash
# OpenROAD 26Q1-2900-gdf79404cd8, Yosys 0.63+post, stock flow scripts
make -C /OpenROAD-flow-scripts/flow DESIGN_CONFIG=/design/flow/config.mk WORK_HOME=/design/flow/orfs finish
[/design/flow/constraint.sdc]
current_design selector

set clk_period 6.6
set clk_io_pct 0.2

create_clock -name clk0 -period $clk_period [get_ports {clk_i}]

set non_clock_inputs [all_inputs -no_clocks]
set_input_delay [expr $clk_period * $clk_io_pct] -clock clk0 $non_clock_inputs
set_output_delay [expr $clk_period * $clk_io_pct] -clock clk0 [all_outputs]
==> results.cfg <==
; synthesis and place-and-route metrics
[routing]
diodes = 0
vias = 2429
drc = 0
dr.pass1.iters = 4
wl_per_cell_um = 12.16
ant_nets = 0
drtIter0Drc = 87
vias_per_cell = 4.839
wl_um = 6105

[synthesis]
edf_count = 0
ys_types = 61
synth_warnings = 2
ys_ff = 79
netlist_area_um2 = 3178
ff_type = dfxtp_1
ys_seq_share_pct = 49.76
async_flop_share_pct = 0
avgSynthCellArea_um2 = 9.719
ys_area_um2 = 3178
ys_cells = 327
netlist_instances = 327

[critical_path]
cp.required_ns = 6.85
crit_chain = or4_4, or4_4, nor3_2, and3_1, and3_1, a21oi_1, a21boi_1, inv_1, ha_1, nor2b_1, o21ai_0, mux2i_1, a2111o_1
arrival_ns = 4.47
worstSetupStartpointType = register
cp_max_fo = 12
critical_path_class = reg2reg
crit_slowest_cell = and3_1
cp_num_buf_inv = 1
max_stage_delay_ns = 0.57
crit_family = simple AND/OR/NAND/NOR gates
endpoint_kind = register

[sta]
setup_viol_count_final = 0
min_period_ns = 4.224
fin_crit_sh_pct = 64.01
finalHoldViolCount = 0
slew_headroom_pct = 57.83
worst_pin_slew_ns = 0.6166
drv_slew = 0
tns_ns = 0
rsz0062_at_grt = false
clock_skew_ns = 0.01037
clock.fmax_mhz = 236.7

[pwr]
leakagePower_uw = 0.001500
power.density_nw_per_um2 = 226.7
peakVddDrop_uv = 188.0
total_power_uw = 885.8

[clock_network]
cts_buffers = 9
htree_levels = 3
postCtsSetupBuffers = 0
cts_sinks = 79
clk_path_buf_depth = 2
ctsHoldBuffers = 0
cts_tree = yes
root_buffer = clkbuf_8
clock_latency_ns = 0.35
ctsResizeCount = 0
path_clk_slew_ns = 0.09

[floorplanning]
fp-row-count = 32
num_io_pins = 29
die_width_um = 91.14
coreArea_um2 = 7687
die_height_um = 91.14
chipArea_um2 = 8306
fp-utilization_pct = 41.34

[cells_and_area]
logic_area_um2 = 1667
final_common_cell = dfxtp_1
drive_gt1_share_pct = 8.500
regArea_um2 = 1582
fill_cells = 720
syn2layout_area_growth_pct = 22.95
final_cell_mix = dfxtp_1, conb_1, nor2_1

[worst_hold_path]
hold_path_class = reg2reg

[global_routing]
grt_pass1_wl_um = 10510
antenna_found_initial = 0
grt_max_degree = 19
grt.total_usage_pct = 16.18
grt-ovfl-total = 0
grt_pass1_vias = 2181

[placement]
io_buffers = 28
place.gp.congestion = 0.8618
dp_hpwl_um = 4418

[run]
openroad.warnings = 32
maxCapViolCount = 0

[outcome]
outcome = complete, no violations
==> power by group <==
group,switching (uW),internal [uW]
clock network,188,184
logic,8.05,11.8
registers,3.37,491
total,199,687
==> per-stage QoR <==
step	hold slack [ns]	cells	setup WS (ns)	cell area, um2	utilization [%]
floorplan	0.4447	371	2.799	3343	-
global placement	0.4696	486	2.511	3697	48.10
detailed placement	0.4817	486	2.394	3697	48.10
CTS	0.5071	502	2.390	3908	50.83
global route	0.5267	502	2.114	3908	50.83
finish	0.5018	502	2.376	3908	50.83
==> final cells by class <==
type	instances	area share [%]
clock buffers	9	3.170
clock inverters	7	2.209
inverters	9	0.8646
multi-input cells	267	42.65
flip-flops and latches	79	40.47
well taps	102	3.266
repair buffers	29	7.365
==> cells by family (layout without fill, tap and decap cells) <==
kind of cell | count (synthesis) | after routing | synth area share (%)
AND/OR/NAND/NOR | 136 | 136 | 22.87
buffers and inverters | 25 | 54 | 2.992
other | 1 | 45 | 0.1180
multiplexers | 7 | 7 | 2.323
adder cells (fa/ha/maj) | 9 | 9 | 3.543
XOR/XNOR | 16 | 16 | 4.409
flip-flops | 79 | 79 | 49.76
AND-OR/OR-AND | 54 | 54 | 13.98
==> registers in the layout, indices dropped and copies added, names as in the netlist <==
name           cells
seg_code           4
SS_o               4
counter           64
seg_display_o      7
==> cell usage after synthesis (2+ instances only) <==
cell type	instances	area (um2)
mux2_2	2	22.52
or4_4	3	33.78
a21oi_1	8	40.04
xnor2_1	6	52.55
nand3b_1	2	15.01
a21oi_2	2	17.52
a22oi_1	2	15.01
ha_1	9	112.6
nor2b_1	4	25.02
inv_1	9	33.78
nor3_1	8	40.04
nor2_1	43	161.4
nand2_1	19	71.32
o221a_2	3	33.78
a2111oi_0	3	26.28
or4_1	4	30.03
and3_1	8	50.05
nand3_1	16	80.08
clkbuf_1	15	56.30
o21ai_0	4	20.02
a21o_1	3	22.52
o211ai_1	3	22.52
a21boi_0	2	15.01
nor4_1	8	50.05
nand4_1	6	37.54
a2111o_1	2	22.52
or3_1	2	12.51
dfxtp_1	79	1582
o21ai_1	2	10.01
a21boi_1	2	15.01
and2_1	2	12.51
xor2_1	10	87.58
o31ai_1	4	30.03
nor3b_1	2	15.01
mux2i_1	4	40.04
==> routing by layer <==
layer	up-vias	global-route usage, %	share of wire, %	wire length, um
met2	44	23.36	43	2616
met4	0	2.249	1.1	66
met1	1110	26.59	52	3148
li1	1268	-	-	-
met3	7	3.316	4.5	273
met5	-	0	0	0
==> path summary, 6_finish.rpt <==
kind / from / to / slack [ns] / cells past startpoint
worst max-delay path: counter[22] / seg_display_o[3] / 2.38 / 13
worst min-delay path: counter[0] / counter[0] / 0.50 / 1
worst max register to register: counter[22] / seg_display_o[3] / 2.38 / 13
worst min register to register: counter[0] / counter[0] / 0.50 / 1
Power is estimated from default activity; no workload was simulated.
